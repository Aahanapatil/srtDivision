--- flow/run.sh ---
#!/bin/bash
# OpenROAD 26Q1-2900-gdf79404cd8, Yosys 0.63+post, stock flow scripts
make -C /OpenROAD-flow-scripts/flow DESIGN_CONFIG=/design/flow/config.mk WORK_HOME=/design/flow/orfs finish
--- flow/config.mk ---
export PLATFORM = sky130hd
export DESIGN_NAME = srt_divider
export DESIGN_NICKNAME = srt_divider
export VERILOG_FILES = /design/flow/design.v
export SDC_FILE = /design/flow/constraint.sdc
export NUM_CORES = 4
export LEC_CHECK = 1
export CORE_UTILIZATION = 30
--- flow/constraint.sdc ---
current_design srt_divider

set clk_period 9.7
set clk_io_pct 0.2

create_clock -name clk0 -period $clk_period [get_ports {clk}]

set non_clock_inputs [all_inputs -no_clocks]
set_input_delay [expr $clk_period * $clk_io_pct] -clock clk0 $non_clock_inputs
set_output_delay [expr $clk_period * $clk_io_pct] -clock clk0 [all_outputs]
--- flow/design.v ---
module quotient_selector (
    input signed [7:0] rem_msb,      
    input signed [7:0] div_msb,      
    output reg signed [2:0] q_digit  
);
    always @(*) begin
        if (rem_msb > 2*div_msb)
            q_digit = 3'sd2;
        else if (rem_msb > div_msb)
            q_digit = 3'sd1;
        else if (rem_msb > -div_msb)
            q_digit = 3'sd0;
        else if (rem_msb > -2*div_msb)
            q_digit = -3'sd1;
        else
            q_digit = -3'sd2;
    end
endmodule
module radix4_multiplier (
    input signed [2:0] q_digit,
    input signed [7:0] divisor,
    output reg signed [15:0] product
);
    always @(*) begin
        case (q_digit)
            -2: product = -2 * divisor;
            -1: product = -1 * divisor;
             0: product = 0;
             1: product = 1 * divisor;
             2: product = 2 * divisor;
            default: product = 0;
        endcase
    end
endmodule
module srt_divider (
    input clk,
    input rst,
    input start,
    input signed [7:0] dividend,
    input signed [7:0] divisor,
    output reg done,
    output reg signed [15:0] quotient_out
);
    reg signed [15:0] remainder;
    reg signed [15:0] quotient;
    reg [3:0] count;
    reg [1:0] state;
    wire signed [2:0] q_digit;
    wire signed [15:0] product;
    localparam IDLE = 2'd0,
               RUN  = 2'd1,
               DONE = 2'd2;
    quotient_selector qs(
        .rem_msb(remainder[15:8]),
        .div_msb(divisor),
        .q_digit(q_digit)
    );
    radix4_multiplier rm(
        .q_digit(q_digit),
        .divisor(divisor),
        .product(product)
    );
    always @(posedge clk or posedge rst) begin
        if (rst) begin
            state <= IDLE;
            done <= 0;
            count <= 0;
            quotient <= 0;
            remainder <= 0;
        end else begin
            case (state)
                IDLE: begin
                    done <= 0;
                    if (start) begin
                        quotient <= 0;
                        remainder <= {8'b0, dividend};  
                        count <= 0;
                        state <= RUN;
                    end
                end
                RUN: begin
                    remainder <= (remainder << 2) - product;
                    quotient <= (quotient << 2) | (q_digit[1:0] & 2'b11);  
                    count <= count + 1;
                    if (count == 4) begin
                        state <= DONE;
                    end
                end
                DONE: begin
                    done <= 1;
                    quotient_out <= quotient;
                    state <= IDLE;
                end
            endcase
        end
    end
endmodule
==> impl_metrics.csv <==
group,metric,value,unit
run_status,status,"complete, no violations",
grt,grt_total_ovfl,0,
drt,drt.antenna.violating_nets,0,
worst_hold_path,tightest_hold_check_type,"reg -> reg",
place,dp.final_hpwl,8400,um
cells_and_area,flow.area_growth_from_synthesis,16.0,%
die,initial_utilization,31.0,%
setup_path,setup.reg_to_reg.worst_slack,4220,ps
timing,fin_tns_setup,0,ps
die,die_boundary_height,125,um
clocking,cts_sinks,56,
grt,first_global_vias,3537,
timing,final_min_period_over_clock_period,87.4,%
clocking,cts_post_setup_buffers_inserted,0,
drt,drt_wirelength,10700,um
power_and_ir_drop,seq_power_share,45.8,%
yosys,synth.cell_area,0.00455,mm2
clocking,max-clock-path-buffers,2,
yosys,synthAoiAreaFrac,20.6,%
clocking,clock-root-buffer,"sky130_fd_sc_hd__clkbuf_16",
yosys,synth-seq-area-share,32.6,%
die,fp.dieW,125,um
setup_path,worst_r2r_path_depth,24,
drt,vias,3790,
timing,timing.final.crit_period,8480,ps
die,core_area,0.0146,mm2
setup_path,critical_path.endpoint_type,"flop",
yosys,xor_share,3.08,%
grt,grt_antenna_before_repair,0,
cells_and_area,final_core_utilization,36.0,%
power_and_ir_drop,p_comb_share,19.2,%
drt,initialDrtViolationCount,329,
drt,detail_route.vias_per_cell,5.35,
yosys,prevailing_logic_family_in_the_synthesized_netlist,"AND-OR/OR-AND gates",
yosys,mux_share,3.52,%
yosys,synth_area_per_cell,9.28,um2
yosys,postSynthRegisterBits,56,
cells_and_area,final_area,0.00527,mm2
setup_path,cp.required,9910,ps
grt,grt.total_usage,14.5,%
power_and_ir_drop,netSwitchingFraction,27.6,%
die,pin_count,36,
clocking,clk_slew_on_worst_s_h_paths,70,ps
setup_path,startpoint_to_endpoint_class_of_the_critical_path,"in -> reg",
timing,timing.clock.skew,4.25,ps
power_and_ir_drop,power_switching,0.145,mW
timing,slew_violations,0,
drt,firstDrtPassIters,23,
yosys,ys_sh_simple,16.0,%
drt,avgRoutedWirePerCell,15.0,um
grt,grt_first_pass_wirelength,18100,um
clocking,cts_htree_levels,2,
power_and_ir_drop,cellInternalPower,0.382,mW
yosys,yosys.stat.chipArea,0.00455,mm2
yosys,synth-warning-count,3,
place,io_buffers,35,
yosys,cell_count_after_synthesis,490,
power_and_ir_drop,worst_ir_drop_vdd,0.0697,mV
timing,worst_slew_pin_slew,771,ps
yosys,flop_cell,"sky130_fd_sc_hd__dfrtp_1",
timing,holdWs,458,ps
power_and_ir_drop,pwr-share-clk,35.0,%
power_and_ir_drop,pwr_density_cell,100,mW/mm2
yosys,yosys-stat-cells,490,
place,postPlaceCellArea,0.00512,mm2
clocking,tritoncts.num_buffers,5,
die,rows,44,
setup_path,worstReg2RegStart,"remainder[15]",
die,chip_area,0.0156,mm2
cells_and_area,drive_gt1_share,5.33,%
yosys,postSynth.asyncResetShare,71.4,%
timing,max-slew-margin-rel,48.6,%
timing,fmax,0.118,GHz
yosys,post_synth_tally_of_flip_flops_with_integrated_enable,16,
place,finalWeightedCongestion,0.986,
setup_path,crit_path_top_delay_cell,"sky130_fd_sc_hd__clkdlybuf4s50_1",
power_and_ir_drop,cellLeakagePower,2.46,nW
timing,hold_viol,0,
grt,maximum_number_of_pins_on_one_net_before_global_route_repair,47,
setup_path,worst_setup_path_startpoint,"divisor[2]",
timing,setup_viol_count_final,0,
setup_path,crit_path_start_kind,"input pin",
clocking,ctsHoldBuffers,0,
setup_path,maximum_cell_stage_delay_along_the_critical_path,480,ps
clocking,postCtsResizedCells,0,
flow_run,warnings,27,
drt,antenna-diode-count,0,
yosys,yosys.area_share.adder,19.8,%
setup_path,critical_path.reg2reg.endpoint,"remainder[14]",
setup_path,arrival,8690,ps
flow_run,max-cap-violations,0,
timing,grt_setup_unrepaired,"false",
clocking,clock_tree_from_tritoncts,"yes",
setup_path,cp-endpoint,"remainder[14]",
drt,remaining_drc_errors,0,
yosys,synth_cell_type_count,58,
clocking,clkLatencyLatePin,290,ps
setup_path,cp_max_fo,7,
==> placed cells by master (no fill, tap or decap), types with 8 or more instances in the layout <==
master	count
sky130_fd_sc_hd__mux2i_1	16
sky130_fd_sc_hd__buf_4	8
sky130_fd_sc_hd__clkdlybuf4s50_1	35
sky130_fd_sc_hd__nand4_1	8
sky130_fd_sc_hd__dfrtp_1	39
sky130_fd_sc_hd__o21ai_0	31
sky130_fd_sc_hd__inv_1	34
sky130_fd_sc_hd__ha_1	72
sky130_fd_sc_hd__nor2_1	24
sky130_fd_sc_hd__a21o_1	8
sky130_fd_sc_hd__edfxtp_1	16
sky130_fd_sc_hd__a22o_1	21
sky130_fd_sc_hd__a21oi_1	38
sky130_fd_sc_hd__xnor2_1	10
sky130_fd_sc_hd__and3_1	10
sky130_fd_sc_hd__nand3_1	17
sky130_fd_sc_hd__nand2_1	43
==> synthesized netlist by cell type, types with 2 or more instances <==
library cell,count,area share (%)
sky130_fd_sc_hd__or3_1,5,0.69
sky130_fd_sc_hd__a221oi_1,6,1.2
sky130_fd_sc_hd__a211oi_1,2,0.33
sky130_fd_sc_hd__nand3_1,17,1.9
sky130_fd_sc_hd__a21oi_1,38,4.2
sky130_fd_sc_hd__o21ai_0,31,3.4
sky130_fd_sc_hd__xnor2_1,10,1.9
sky130_fd_sc_hd__nor2b_1,3,0.41
sky130_fd_sc_hd__nand4_1,8,1.1
sky130_fd_sc_hd__nor3_1,5,0.55
sky130_fd_sc_hd__a21o_1,8,1.3
sky130_fd_sc_hd__nor2_1,24,2.0
sky130_fd_sc_hd__nand2b_1,5,0.69
sky130_fd_sc_hd__xor2_1,6,1.2
sky130_fd_sc_hd__nor4_1,3,0.41
sky130_fd_sc_hd__dfrtp_1,39,21
sky130_fd_sc_hd__a22o_1,21,4.0
sky130_fd_sc_hd__inv_1,34,2.8
sky130_fd_sc_hd__edfxtp_1,16,11
sky130_fd_sc_hd__a31oi_1,5,0.69
sky130_fd_sc_hd__ha_1,72,20
sky130_fd_sc_hd__clkbuf_1,12,0.99
sky130_fd_sc_hd__o21ai_1,2,0.22
sky130_fd_sc_hd__o31ai_1,4,0.66
sky130_fd_sc_hd__mux2i_1,16,3.5
sky130_fd_sc_hd__o21bai_1,3,0.50
sky130_fd_sc_hd__nor3b_1,6,0.99
sky130_fd_sc_hd__o21a_1,2,0.33
sky130_fd_sc_hd__nand4b_1,2,0.39
sky130_fd_sc_hd__nand3b_1,2,0.33
sky130_fd_sc_hd__o32a_1,2,0.44
sky130_fd_sc_hd__a211o_1,2,0.39
sky130_fd_sc_hd__and3_1,10,1.4
sky130_fd_sc_hd__a21boi_0,2,0.33
sky130_fd_sc_hd__nand2_1,43,3.6
sky130_fd_sc_hd__or2_2,2,0.28
==> state kept, by name, summed over array words and instances (netlist names) <==
register	cells
quotient_out	16
count	4
quotient	16
remainder	16
done	1
state	3
==> power by group through the flow <==
stage	registers [mW]	clock network (mW)	logic (mW)
4_1_cts	0.241	0.189	0.101
5_1_grt	0.241	0.197	0.113
6_report	0.241	0.184	0.101
==> logic make-up (layout without fill, tap and decap cells) <==
family / after synthesis / count (layout)
adder cells (fa/ha/maj): 72 / 72
AND/OR/NAND/NOR: 141 / 141
flip-flops: 56 / 56
AND-OR/OR-AND: 139 / 139
XOR/XNOR: 16 / 16
multiplexers: 16 / 16
buffers and inverters: 50 / 85
==> critical path: cells and delay by family <==
| kind | cells | cell delay [ps] |
|---|---|---|
| AOI/OAI and AO/OA | 16 | 2910 |
| and+or+nand+nor | 7 | 1900 |
| adders and majority gates | 3 | 1010 |
| buffers and inverters | 4 | 900 |
==> cell type report <==
class	instances	area [um2]
Sequential cell	56	1480
Multi-Input combinational cell	384	2870
Timing Repair Buffer	43	410
Clock inverter	3	27.5
Tap cell	184	230
Fill cell	1424	9370
Inverter	34	128
Clock buffer	5	125
==> stage by stage <==
step | total power [mW] | std cells | setup slack (ps)
6_report | 0.527 | 709 | 1220
5_1_grt | 0.552 | 709 | 636
4_1_cts | 0.532 | 709 | 1240
3_5_place_dp | 0.347 | 701 | 975
3_3_place_gp | 0.347 | 701 | 1130
2_1_floorplan | 0.317 | 490 | 1850
==> layer usage <==
layer  track usage, %  vias to the layer above  wire length, um
li1                 -                     1908                -
met1             22.3                     1773             5140
met2             23.1                       98             4860
met3             1.44                       11              496
met4             2.08                        0              155
met5                0                        -                0
==> worst min-delay path by stage <==
stage / start / to / depth (start not counted)
4_1_cts: quotient[14] / quotient_out[14] / 0
5_1_grt: quotient[14] / quotient_out[14] / 0
6_report: quotient[14] / quotient_out[14] / 0
Power figures rest on the tool's default switching activity, not on a simulated workload.
